### flow/design.v
module DFlipFlop(q, qBar, D, clk, rst);
	input D, clk, rst;
	output q, qBar;
	reg q;
	not n1 (qBar, q);
	always@ (negedge rst or posedge clk)
	begin
		if(!rst)
			q = 0;
		else
			q = D;
	end
endmodule
module decoder5_32 (
	input [4:0] in,  
	output [31:0] notOut
);
	wire [31:0] out;
	wire [4:0] no;
	genvar i, j;
	generate		
		for (i = 0; i < 5; i = i + 1) begin: notLineLoop
			not n1(no[i], in[i]);
		end
	endgenerate
	and n00000(out[0], no[0], no[1], no[2], no[3], no[4]);
	and n10000(out[1], in[0], no[1], no[2], no[3], no[4]);
	and n01000(out[2], no[0], in[1], no[2], no[3], no[4]);
	and n11000(out[3], in[0], in[1], no[2], no[3], no[4]);
	and n00100(out[4], no[0], no[1], in[2], no[3], no[4]);
	and n10100(out[5], in[0], no[1], in[2], no[3], no[4]);
	and n01100(out[6], no[0], in[1], in[2], no[3], no[4]);
	and n11100(out[7], in[0], in[1], in[2], no[3], no[4]);
	and n00010(out[8], no[0], no[1], no[2], in[3], no[4]);
	and n10010(out[9], in[0], no[1], no[2], in[3], no[4]);
	and n01010(out[10], no[0], in[1], no[2], in[3], no[4]);	
	and n11010(out[11], in[0], in[1], no[2], in[3], no[4]);	
	and n00110(out[12], no[0], no[1], in[2], in[3], no[4]);
	and n10110(out[13], in[0], no[1], in[2], in[3], no[4]);	
	and n01110(out[14], no[0], in[1], in[2], in[3], no[4]);	
	and n11110(out[15], in[0], in[1], in[2], in[3], no[4]);
	and n00001(out[16], no[0], no[1], no[2], no[3], in[4]);
	and n10001(out[17], in[0], no[1], no[2], no[3], in[4]);
	and n01001(out[18], no[0], in[1], no[2], no[3], in[4]);
	and n11001(out[19], in[0], in[1], no[2], no[3], in[4]);
	and n00101(out[20], no[0], no[1], in[2], no[3], in[4]);
	and n10101(out[21], in[0], no[1], in[2], no[3], in[4]);
	and n01101(out[22], no[0], in[1], in[2], no[3], in[4]);
	and n11101(out[23], in[0], in[1], in[2], no[3], in[4]);
	and n00011(out[24], no[0], no[1], no[2], in[3], in[4]);
	and n10011(out[25], in[0], no[1], no[2], in[3], in[4]);
	and n01011(out[26], no[0], in[1], no[2], in[3], in[4]);	
	and n11011(out[27], in[0], in[1], no[2], in[3], in[4]);	
	and n00111(out[28], no[0], no[1], in[2], in[3], in[4]);
	and n10111(out[29], in[0], no[1], in[2], in[3], in[4]);	
	and n01111(out[30], no[0], in[1], in[2], in[3], in[4]);	
	and n11111(out[31], in[0], in[1], in[2], in[3], in[4]);	
	generate
		for (j = 0; j < 32; j = j + 1) begin: outLineLoop
			not n2(notOut[j], out[j]);
		end
	endgenerate
endmodule
module mux2_1(out, i0, i1, sel);
		output out;
		input i0, i1, sel;
		wire out1, out2, NOTsel;
		not n(NOTsel, sel);
		and a1(out1, i1, sel);
		and a2(out2, i0, NOTsel);
		or o(out, out1, out2);
endmodule
module mux32_1 (
	output out,
	input [31:0] in,
	input [4:0] sel
);
	wire v0, v1, v2, v3;
	mux8_1 m0(v0, in[0], in[1], in[2], in[3], in[4], in[5], in[6], in[7], sel[0], sel[1], sel[2]);
	mux8_1 m1(v1, in[8], in[9], in[10], in[11], in[12], in[13], in[14], in[15], sel[0], sel[1], sel[2]);
	mux8_1 m2(v2, in[16], in[17], in[18], in[19], in[20], in[21], in[22], in[23], sel[0], sel[1], sel[2]);
	mux8_1 m3(v3, in[24], in[25], in[26], in[27], in[28], in[29], in[30], in[31], sel[0], sel[1], sel[2]);
	mux4_1 m(.out(out), .i00(v0), .i01(v1), .i10(v2), .i11(v3), .sel0(sel[3]), .sel1(sel[4]));
endmodule
module mux4_1(out, i00, i01, i10, i11, sel0, sel1);
		output out;
		input i00, i01, i10, i11, sel0, sel1;
		wire v0, v1;
		mux2_1 m0(.out(v0), .i0(i00), .i1(i01), .sel(sel0));
		mux2_1 m1(.out(v1), .i0(i10), .i1(i11), .sel(sel0));
		mux2_1 m(.out(out), .i0(v0) , .i1(v1) , .sel(sel1));
endmodule 
module mux8_1(out, i000, i001, i010, i011, i100, i101, i110, i111, sel0, sel1, sel2);
		output out;
		input i000, i001, i010, i011, i100, i101, i110, i111;
		input sel0, sel1, sel2;
		wire v0, v1;
		mux4_1 m0(.out(v0), .i00(i000), .i01(i001), .i10(i010), .i11(i011), .sel0(sel0), .sel1(sel1));
		mux4_1 m1(.out(v1), .i00(i100), .i01(i101), .i10(i110), .i11(i111), .sel0(sel0), .sel1(sel1));
		mux2_1 m(.out(out), .i0(v0) , .i1(v1) , .sel(sel2));
endmodule 
module register (
	input clk,
	input rst,     
	input writeEnable,  
	input [31:0] writeData,   
	output [31:0] readData
);
	genvar j;
	generate
		for (j = 0; j < 32; j = j + 1) begin: registerLoop
			registerSingle register (clk, rst, writeEnable, writeData[j], readData[j]);
		end
	endgenerate
endmodule
module registerSingle (
	input clk,
	input rst,     
	input writeEnable,  
	input writeData,  
	output readData
);
	wire qBar;
	wire ns;
	mux2_1 mux(ns, writeData, readData, writeEnable);
	DFlipFlop register (readData, qBar, ns, clk, rst);
endmodule
module registerFile (
	input clk, 
	input [4:0] read0, read1, write,
	input wrEn,  
	input [31:0] writeData, 
	output [31:0] readOutput0, readOutput1
);
	wire regReadIndex;
	wire [31:0] wrEnDecoded;
	wire  [31:0] written;
	wire [31:0] RF [31:0];
	reg rst = 1'b0;
	decoder5_32 writeDecode(write, wrEnDecoded);
	genvar i;
	generate
		for (i = 0; i < 32; i = i + 1) begin: writtenEnableLoop
			or writtenEnableAnd(written[i], wrEn, wrEnDecoded[i]);
		end
	endgenerate
	register reg0(clk, rst, written[0], 32'bx, RF[0]);
	genvar j;
	generate
		for (j = 1; j < 32; j = j + 1) begin: registerLoopj
			register regj (clk, ~rst, written[j], writeData, RF[j]);
		end
	endgenerate
	genvar k, l;
	generate
		for (l = 0; l < 32; l = l + 1) begin: muxLoop
			wire [31:0] bitCompare;
			for (k = 0; k < 32; k = k + 1) begin: formARow
				buf e1(bitCompare[k], RF[k][l]);
			end
			mux32_1 mux (readOutput0[l], bitCompare, read0);
		end
	endgenerate
	generate
		for (l = 0; l < 32; l = l + 1) begin: muxLoop2
			wire [31:0] bitCompare;
			for (k = 0; k < 32; k = k + 1) begin: formARow
				buf e1(bitCompare[k], RF[k][l]);
			end
			mux32_1 mux (readOutput1[l], bitCompare, read1);
		end
	endgenerate
endmodule
### flow/run.sh
#!/bin/bash
# OpenROAD 26Q1-2900-gdf79404cd8, Yosys 0.63+post, stock flow scripts
make -C /OpenROAD-flow-scripts/flow DESIGN_CONFIG=/design/flow/config.mk WORK_HOME=/design/flow/orfs finish
### flow/config.mk
export PLATFORM = sky130hd
export DESIGN_NAME = registerFile
export DESIGN_NICKNAME = registerFile
export VERILOG_FILES = /design/flow/design.v
export SDC_FILE = /design/flow/constraint.sdc
export NUM_CORES = 4
export LEC_CHECK = 1
export CORE_UTILIZATION = 40
### flow/constraint.sdc
current_design registerFile

set clk_period 10.1
set clk_io_pct 0.2

create_clock -name clk0 -period $clk_period [get_ports {clk}]

set non_clock_inputs [all_inputs -no_clocks]
set_input_delay [expr $clk_period * $clk_io_pct] -clock clk0 $non_clock_inputs
set_output_delay [expr $clk_period * $clk_io_pct] -clock clk0 [all_outputs]
==> results_dict.tcl <==
# implementation run metrics
set metrics [dict create \
    grt_max_degree 73 \
    cts.sinks 992 \
    maxSlewHeadroom_pct 17.9 \
    yosysWarningCount 2 \
    cts_resized 0 \
    die_h_um 344 \
    cp_slowest_cell "o31ai_1" \
    end_kind "output pin" \
    gp_congestion 0.876 \
    fp.coreArea_um2 116000 \
    rsz0062_at_grt "false" \
    postCtsSetupBuffers 0 \
    wl_per_cell_um 33.7 \
    placed_cells 3954 \
    post_layout_nonfiller_instances 4140 \
    cts_root_buf "clkbuf_16" \
    numPortBuffers 112 \
    antenna_found_initial 4 \
    use_met2_pct 38.8 \
    setup_ws_ps 2280 \
    routed_via_density 6.30 \
    ys_chip_area_um2 46700 \
    power_density_nw_per_um2 173 \
    top_area_cell "edfxtp_1" \
    cts_tree "done" \
    synth.top_cell.area_share_pct 63.7 \
    area_growth_pct 12.4 \
    report.final.slew_viol_count 0 \
    worstMarginPinSlew_ps 1220 \
    worstPathBufferInverterCount 5 \
    io_pins 113 \
    hold_buffers 0 \
    critPathKind "input port to output pin" \
    nFillCells 9657 \
    grt_pass1_wl_mm 202 \
    cp_max_fo 54 \
    warnings 25 \
    critPathLaunchType "input port" \
    min_path_type "input port to register" \
    arrival_ps 5800 \
    firstDrtPassIters 5 \
    path_common_cell "buf_4" \
    min_period_ps 7820 \
    fmax_mhz 128 \
    critPathMaxStageDelay_ps 990 \
    cp_top_family "buffers and inverters" \
    dp_hpwl_mm 80.4 \
    finalCritPeriodShare_pct 77.4 \
    layout.cells.most_common_list "992 x edfxtp_1, 384 x mux4_2, 192 x mux2i_1, 192 x a22o_1, 118 x buf_4" \
    outcome "complete, no violations" \
    syn_area_um2 46700 \
    synth.area.top_cells "edfxtp_1 64%, mux4_2 19%, mux2i_1 4.1%" \
    top_usage_layer "met2" \
    initial_utilization_pct 40.3 \
    synth_cell_type_count 24 \
    final_hold_viol_count 0 \
    cts_buffers 102 \
    holdWs_ps 2170 \
    synth.avg_cell_area_um2 18.9 \
    routed_wl_mm 139 \
    ys_seq_share_pct 63.7 \
    grt_pass1_vias 29500 \
    cts_buffer_depth 3 \
    fp.dieArea_um2 118000 \
    grt-ovfl-total 0 \
    clk_pin_slew_ps 60 \
    lay_top_count "edfxtp_1" \
    final-setup-viol-count 0 \
    vias 26100 \
    use_met3_pct 20.4 \
    p_leak_nw 16.8 \
    synth_cells 2478 \
    cts-htree-levels 3 \
    cp_cell_sequence "clkbuf_8 -> buf_4 -> inv_1 -> buf_4 -> a211oi_1 -> o31ai_1 -> clkdlybuf4s50_1" \
    ys_ff 992 \
    drtAntennaViolNets 0 \
    dp_slack_ps 2260 \
    tns_ps 0 \
    cp.required_ps 8080 \
    rows 125 \
    layout-drive-gt1-share_pct 29.1 \
    drcViolationCount 0 \
    grt.total_usage_pct 26.4 \
    drtIter0Drc 1574 \
    vdd_drop_max_v 0.000123 \
    use_met1_pct 30.5 \
    drv_cap 0 \
    fp.dieW_um 344 \
    yosys-stat-cells 2478 \
]
-- final timing paths --
| path | slack [ps] | to | cells past startpoint | start |
|---|---|---|---|---|
| max | 2280 | readOutput0[1] | 7 | read0[2] |
| min | 2170 | register | 2 | writeData[15] |
-- cells in the mapped netlist, drive strengths merged --
master	count
inv	2
a211oi	64
nand3	1
nor2b	6
and2	66
o22ai	64
nand3b	4
nand2	3
mux2	64
buf	159
nand2b	2
mux4	384
or3	2
o31ai	64
mux2i	192
edfxtp	992
or3b	4
clkbuf	115
o21ai	64
a22o	192
nor2	34
-- through the flow --
stage               area (um2)  power, mW  util (%)
floorplan                46700       5.20         -
global placement         49300       5.52      42.5
detailed placement       49300       5.53      42.5
CTS                      52500       9.13      45.3
global route             52500       9.34      45.3
finish                   52500       9.07      45.3
-- where the power goes --
part	internal [mW]	switching [mW]
logic	0.363	0.482
registers	4.58	0.0191
clock network	2.07	1.55
-- layout make-up --
cell class | instances | area, um2 | share of cell area, %
multi-input cells | 1210 | 15600 | 29.8
diodes | 1 | 2.50 | 0.00476
inverters | 2 | 7.51 | 0.0143
clock buffers | 129 | 2720 | 5.17
well taps | 1524 | 1910 | 3.63
clock inverters | 56 | 469 | 0.893
flip-flops and latches | 992 | 29800 | 56.7
repair buffers | 226 | 2000 | 3.82
-- routing by layer --
layer	part of all wire, %	vias up
met4	3.9	10
met2	47	1926
met5	0.068	-
met1	31	13200
met3	18	310
li1	-	10700
-- kinds of logic (layout without fill, tap and decap cells) --
family	count (synthesis)	after routing	synth area share [%]
other	0	1	0
muxes	640	640	24.2
DFF	992	992	63.7
and+or+nand+nor	122	122	1.46
AOI/OAI and AO/OA	448	448	7.20
buffers and inverters	276	413	3.43
Power figures rest on the tool's default switching activity, not on a simulated workload.
